<file path="design/flow/run.sh">
#!/bin/bash
# OpenROAD 26Q1-2900-gdf79404cd8, Yosys 0.63+post, stock flow scripts
make -C /OpenROAD-flow-scripts/flow DESIGN_CONFIG=/design/flow/config.mk WORK_HOME=/design/flow/orfs finish
</file>
<file path="design/flow/config.mk">
export PLATFORM = sky130hd
export DESIGN_NAME = keyboard_fsm
export DESIGN_NICKNAME = keyboard_fsm
export VERILOG_FILES = /design/flow/design.v
export SDC_FILE = /design/flow/constraint.sdc
export NUM_CORES = 4
export LEC_CHECK = 1
export CORE_AREA = 10 10 70 70
export DIE_AREA = 0 0 80 80
</file>
<file path="design/flow/constraint.sdc">
current_design keyboard_fsm

set clk_period 1.4
set clk_io_pct 0.2

create_clock -name clk0 -period $clk_period [get_ports {clk}]

set non_clock_inputs [all_inputs -no_clocks]
set_input_delay [expr $clk_period * $clk_io_pct] -clock clk0 $non_clock_inputs
set_output_delay [expr $clk_period * $clk_io_pct] -clock clk0 [all_outputs]
</file>
<file path="design/flow/design.v">
module keyboard_fsm(key_data, clk, forward_backward, play_stop, restart, state);
	input [7:0] key_data;		 
	input clk;
	output reg forward_backward, play_stop, restart;
	output reg [3:0] state;  
	reg [3:0] prev_state;
	logic restart_pushed;
	parameter FORWARD_PLAY =	4'b0010;
	parameter FORWARD_STOP = 	4'b0000;	
	parameter BACKWARD_PLAY = 	4'b0110;
	parameter BACKWARD_STOP =	4'b0100;
	parameter character_B = 8'h42;
	parameter BACKWARD =	8'h42;
	parameter character_D = 8'h44;
	parameter STOP =		8'h44;
	parameter character_E = 8'h45;
	parameter PLAY =		8'h45;
	parameter character_F = 8'h46;
	parameter FORWARD =		8'h46;
	parameter character_R = 8'h52;
	assign forward_backward = state[2];
	assign play_stop = state[1];
	always_ff @(posedge clk)
	begin
	case (key_data)
		character_B: restart_pushed <= 1'b0;
		character_D: restart_pushed <= 1'b0;
		character_E: restart_pushed <= 1'b0;
		character_F: restart_pushed <= 1'b0;
		character_R: restart_pushed <= 1'b1;
		default: begin 
			restart_pushed = 1'b0;
			restart = 1'b0;
			end
	endcase
	if (restart_pushed) 
		restart = 1'b0;
	else if (!restart_pushed & (key_data == character_R))
		restart = 1'b1;
	case (state)
		FORWARD_PLAY: begin
			if (key_data == STOP) state <= FORWARD_STOP;
			else if (key_data == BACKWARD) state <= BACKWARD_PLAY;
			else state <= FORWARD_PLAY;
			end
		FORWARD_STOP: begin
			if (key_data == STOP) state <= FORWARD_STOP;
			else if (key_data == BACKWARD) state <= BACKWARD_STOP;
			else state <= FORWARD_PLAY;
			end
		BACKWARD_PLAY: begin
			if (key_data == STOP) state <= BACKWARD_STOP;
			else if (key_data == BACKWARD) state <= BACKWARD_PLAY;
			else state <= FORWARD_PLAY;
			end
		BACKWARD_STOP: begin
			if (key_data == STOP) state <= BACKWARD_STOP;
			else if (key_data == BACKWARD) state <= BACKWARD_STOP;
			else state <= FORWARD_STOP;
			end
		default: state <= FORWARD_PLAY;
	endcase
	end
endmodule
</file>
==> flow_metrics.py <==
# Synthesis and PnR figures
metrics = {
    "status": {
        "status": "finished clean",
    },
    "cts": {
        "path_clk_slew_ns": 0.03,
        "htree_levels": 1,
        "cts_sinks": 2,
        "clk_latency_ns": 0.22,
        "clock_path_buffers": 2,
        "cts-buffers-inserted": 3,
        "cts_setup_buffers": 0,
        "root_buffer": "clkbuf_4",
        "cts_tree": "yes",
    },
    "yosys": {
        "ys_cells": 18,
        "ys.flops": 2,
        "ys_seq_share_pct": 26.2,
        "syn-cell-area_sq_um": 153,
        "yosys_warnings": 3,
        "syn_avg_cell_area_sq_um": 8.48,
        "synthDistinctLibCells": 11,
        "synthCells": 18,
        "yosysChipArea_sq_um": 153,
    },
    "setup_path": {
        "worst-setup-path-type": "reg -> out",
        "max_stage_delay_ns": 0.48,
        "slowest_stage": "clkdlybuf4s50_1",
        "crit_chain": "clkdlybuf4s50_1",
        "cp-end-kind": "primary output",
        "critPathRequiredTime_ns": 1.12,
        "crit_buf_inv": 1,
        "cp.depth": 1,
        "r2r-end": "state[1]$_DFF_P_",
        "path_delay_family": "buffers and inverters",
        "endpoint": "state[2]",
        "r2r_cells": 2,
        "critPathLaunch": "state[2]$_DFF_P_",
        "worstPathMaxFanout": 4,
        "r2r_slack_ns": 0.70,
        "r2r-start": "state[2]$_DFF_P_",
        "cp.arrival_ns": 1.06,
        "start_kind": "flip-flop",
    },
    "power": {
        "power_uw": 219,
        "switchingPower_uw": 42.2,
        "sw_frac_of_total_pct": 19.3,
        "p_clk_share_pct": 57.3,
        "power_per_cell_area_mw_per_mm2": 672,
        "p_int_uw": 176,
        "peakVddDrop_mv": 0.176,
        "leakagePower_nw": 0.0995,
        "seqPwrFrac_pct": 26.5,
        "p_comb_share_pct": 16.2,
    },
    "place": {
        "dp_slack_ns": -0.0625,
        "place_area_sq_um": 300,
        "dp.final_hpwl_um": 543,
        "gp_congestion": 0.705,
        "dp_cells": 73,
        "numPortBuffers": 12,
    },
    "final_timing": {
        "finalWorstSetupSlack_ns": 0.0623,
        "final_max_slew_viol_count": 0,
        "hold_viol": 0,
        "fin_crit_sh_pct": 95.5,
        "fin_crit_ns": 1.34,
        "max_freq_mhz": 748,
        "fin_hold_ws_ns": 0.503,
        "setup_viol": 0,
        "rsz0062_at_grt": "false",
        "skew_ns": 0.000424,
    },
    "run": {
        "warnings": 25,
        "drv_cap": 0,
    },
    "global_route": {
        "grt_usage_pct": 2.11,
        "busiest_layer": "met1",
        "grt_pass1_wl_um": 979,
        "antenna_found_initial": 0,
        "use_met1_pct": 3.11,
        "use_met3_pct": 1.70,
        "grt_overflow_total": 0,
        "use_met2_pct": 2.01,
        "grt_max_degree": 5,
        "grt_pass1_vias": 184,
    },
    "finish": {
        "design_area_sq_um": 325,
        "drive_gt1_share_pct": 20.0,
        "top_regs": "state: 2 flops",
        "stdcell_count": 76,
        "largest_register_ffs": 2,
        "largest_register": "state",
        "area_delta_synth_final_pct": 113,
    },
    "drt": {
        "drc": 0,
        "drt_wl_total_um": 611,
        "vias_per_cell": 2.01,
        "ant_nets": 0,
        "vias": 153,
        "antenna-diode-count": 0,
        "drt-pass1-iter-count": 2,
        "wl_per_cell_um": 8.04,
        "dr.first_iter.drc_count": 2,
    },
    "die": {
        "io_pins": 16,
        "num_rows": 21,
        "chip_area_sq_mm": 0.00640,
        "coreArea_sq_mm": 0.00342,
        "die_x_um": 80,
        "initCoreUtil_pct": 4.47,
        "dieHeight_um": 80,
    },
    "hold_path": {
        "worstHoldPathCells": 1,
        "min_path_type": "reg -> reg",
        "hold_start": "state[1]$_DFF_P_",
    },
}
## final cells by class
cell class,instances,area (sq um)
fill,409,3090
timing repair buffer,12,120
multi-input combinational,13,82.6
tap,46,57.6
sequential,2,42.5
clock buffer,3,22.5
## layer usage
layer | wire length, um | up-vias
li1 | - | 77
met5 | 0 | -
met2 | 167 | 12
met3 | 80 | 0
met1 | 364 | 64
met4 | 0 | 0
## cells in the mapped netlist (all sizes together)
cell type,count,share of area [%]
a31oi,1,4.1
a21oi,1,3.3
nor2,1,2.5
nand3,1,3.3
dfxtp,2,26
nor2b,3,12
o21a,1,4.9
nand2,1,2.5
conb,1,2.5
buf,5,25
nor4,1,14
## cells by family after synthesis
group | share of synthesized area [%]
other | 2.46
buffers and inverters | 24.6
flip-flops | 26.2
AND/OR/NAND/NOR | 34.4
AND-OR/OR-AND | 12.3
## worst min-delay path by stage
stage,slack (ns),to
4_1_cts,0.54,state[2]$_DFF_P_
5_1_grt,0.52,state[1]$_DFF_P_
6_report,0.50,state[1]$_DFF_P_
## layout by cell type (no fill, tap or decap)
master and instances:
clkdlybuf4s50_1 12, nand2_1 1, conb_1 3, a31oi_1 1, nor2_1 1, clkbuf_4 3, a21oi_1 1, nor2b_1 3
nor4_4 1, dfxtp_2 2, nand3_1 1, o21a_1 1
## power groups by stage
stage / Sequential, mW / Clock [mW] / Combinational (mW)
6_report: 0.0579 / 0.125 / 0.0355
4_1_cts: 0.0579 / 0.135 / 0.0359
5_1_grt: 0.0578 / 0.153 / 0.0388
## per-stage QoR
| stage | utilization, % | setup TNS, ns |
|---|---|---|
| after floorplan | - | 0 |
| after global placement | 8.79 | -0.0331 |
| after detailed placement | 8.79 | -0.0625 |
| after CTS | 9.49 | 0 |
| after global routing | 9.52 | 0 |
| final | 9.52 | 0 |
## timing repair
item | in CTS | in global routing
hold endpoints to repair | 0 | 0
resized | 1 | 1
hold buffers | 0 | 0
pin swaps | 0 | 0
endpoints found under the setup margin | 2 | 2
Power is estimated from default activity; no workload was simulated.
